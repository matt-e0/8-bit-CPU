==> flow/design.v <==
module CLA(
    input [7:0] a,
    input [7:0] b,
    input cin,
    output [7:0] s,
    output cout,
    output ovf  
);
    wire [7:0] p = a ^ b;  
    wire [7:0] g = a & b;  
    wire c1 = g[0] | (p[0] & cin);
    wire c2 = g[1] | (p[1] & g[0]) | (p[1] & p[0] & cin);
    wire c3 = g[2] | (p[2] & g[1]) | (p[2] & p[1] & g[0]) | (p[2] & p[1] & p[0] & cin);
    wire c4 = g[3] | (p[3] & g[2]) | (p[3] & p[2] & g[1]) | (p[3] & p[2] & p[1] & g[0])
     | (p[3] & p[2] & p[1] & p[0] & cin);
    wire c5 = g[4] | (p[4] & g[3]) | (p[4] & p[3] & g[2]) | (p[4] & p[3] & p[2] & g[1])
     | (p[4] & p[3] & p[2] & p[1] & g[0]) | (p[4] & p[3] & p[2] & p[1] & p[0] & cin);
    wire c6 = g[5] | (p[5] & g[4]) | (p[5] & p[4] & g[3]) | (p[5] & p[4] & p[3] & g[2])
     | (p[5] & p[4] & p[3] & p[2] & g[1]) | (p[5] & p[4] & p[3] & p[2] & p[1] & g[0])
     | (p[5] & p[4] & p[3] & p[2] & p[1] & p[0] & cin);
    wire c7 = g[6] | (p[6] & g[5]) | (p[6] & p[5] & g[4]) | (p[6] & p[5] & p[4] & g[3])
     | (p[6] & p[5] & p[4] & p[3] & g[2]) | (p[6] & p[5] & p[4] & p[3] & p[2] & g[1])
     | (p[6] & p[5] & p[4] & p[3] & p[2] & p[1] & g[0]) | (p[6] & p[5] & p[4] & p[3] & p[2] & p[1] & p[0] & cin);
    wire c8 = g[7] | (p[7] & g[6]) | (p[7] & p[6] & g[5]) | (p[7] & p[6] & p[5] & g[4]) | (p[7] & p[6] & p[5] & p[4] & g[3])
     | (p[7] & p[6] & p[5] & p[4] & p[3] & g[2]) | (p[7] & p[6] & p[5] & p[4] & p[3] & p[2] & g[1])
     | (p[7] & p[6] & p[5] & p[4] & p[3] & p[2] & p[1] & g[0]) | (p[7] & p[6] & p[5] & p[4] & p[3] & p[2] & p[1] & p[0] & cin);
    assign s = p ^ {c7, c6, c5, c4, c3, c2, c1, cin};
    assign cout = c8;  
    assign ovf = c7 ^ c8;  
endmodule 
module alu(
    input [15:0] A,
    input [15:0] B,
    input Ext_cin,
    input [4:0] ALUop,
    output reg [15:0] y,
    output z,  
    output n,  
    output reg c,  
    output reg v  
);
    localparam ADD = 5'b00000;  
    localparam ADC = 5'b00001;  
    localparam SUB = 5'b00010;  
    localparam SBC = 5'b00011;  
    localparam AND = 5'b00100; 
    localparam OR = 5'b00101;
    localparam XOR = 5'b00110;
    localparam NOT = 5'b00111;
    localparam LSL = 5'b01000;  
    localparam LSR = 5'b01001;  
    localparam ASR = 5'b01010;  
    localparam ROL = 5'b01011;  
    localparam ROR = 5'b01100;  
    wire add_operation = (ALUop==ADD) | (ALUop==ADC);
    wire sub_operation = (ALUop==SUB) | (ALUop==SBC);
    wire Cin_eff = (ALUop==ADD) ? 1'b0 :
                    (ALUop==ADC) ? Ext_cin :
                    (ALUop==SUB) ? 1'b1 :
                    (ALUop==SBC) ? Ext_cin : 1'b0;
    wire [15:0] add_sum;
    wire add_cout;
    wire add_ovf;
    wire [7:0] sum_lo, sum_hi;
    wire c_out_lo, c_out_hi;
    wire ovf_lo, ovf_hi;
    CLA a_adder (
        .a   (A[7:0]),
        .b   (B[7:0] ^ {8{sub_operation}}),  
        .cin (Cin_eff),
        .s   (sum_lo),
        .cout(c_out_lo),
        .ovf (ovf_lo)   
    );
    CLA b_adder (
        .a   (A[15:8]),
        .b   (B[15:8] ^ {8{sub_operation}}),
        .cin (c_out_lo),    
        .s   (sum_hi),
        .cout(c_out_hi),
        .ovf (ovf_hi)
    );
    assign add_sum  = {sum_hi, sum_lo};
    assign add_cout = c_out_hi;
    assign add_ovf  = ovf_hi;
    always @* begin
        y = 16'h0000;
        c = 1'b0;
        v = 1'b0;
        case(ALUop)
            ADD, ADC: begin
                y = add_sum;
                c = add_cout;
                v = add_ovf;
            end 
            SUB, SBC: begin
                y = add_sum;
                c = add_cout;
                v = add_ovf;
            end
            AND: begin
                y = A & B;
            end
            OR: begin
                y = A | B;
            end
            XOR: begin
                y = A ^ B;
            end
            NOT: begin
                y = ~A;
            end
            LSR: begin
                y = {1'b0, A[15:1]};
                c = A[0];
            end
            LSL: begin
                y = {A[14:0], 1'b0};
                c = A[15];
            end
            ASR: begin
                y = {A[15], A[15:1]};
                c = A[0];
            end
            ROR: begin
                y = {Ext_cin, A[15:1]};
                c = A[0];
            end
            ROL: begin
                y = {A[14:0], Ext_cin};
                c = A[15];
            end
            default: begin
                y = 16'h0000;
            end
        endcase
    end
    assign z = (y == 16'h0000);
    assign n = y[15];
endmodule
==> flow/run.sh <==
#!/bin/bash
# OpenROAD 26Q1-2900-gdf79404cd8, Yosys 0.63+post, stock flow scripts
make -C /OpenROAD-flow-scripts/flow DESIGN_CONFIG=/design/flow/config.mk WORK_HOME=/design/flow/orfs finish
==> flow/config.mk <==
export PLATFORM = sky130hd
export DESIGN_NAME = alu
export DESIGN_NICKNAME = alu
export VERILOG_FILES = /design/flow/design.v
export SDC_FILE = /design/flow/constraint.sdc
export NUM_CORES = 4
export LEC_CHECK = 1
export CORE_AREA = 10 10 109 109
export DIE_AREA = 0 0 119 119
export SYNTH_HDL_FRONTEND = slang
==> flow/constraint.sdc <==
current_design alu

set clk_period 11.4
set clk_io_pct 0.2

create_clock -name clk0 -period $clk_period

set non_clock_inputs [all_inputs -no_clocks]
set_input_delay [expr $clk_period * $clk_io_pct] -clock clk0 $non_clock_inputs
set_output_delay [expr $clk_period * $clk_io_pct] -clock clk0 [all_outputs]
==> GITHUB_STEP_SUMMARY <==
### Flow metrics

| Metric | Value |
|---|---|
| Status | finished clean |
| Crit-path max FO | 14 |
| PostCTS Resize Cnt | 0 |
| Final ANT Viol Nets | 0 |
| Port bufs | 58 |
| Finished Core Util | 32.4% |
| Register share after synthesis | 0% |
| Die Span X | 119 um |
| RSZ-0062 raised after global routing | no |
| MUX share of area | 3.79% |
| Setup_tns | 0 ns |
| Min-delay src | A[2] |
| CP Launch Point | ALUop[4] |
| Setup crit end | z |
| Final hold slack | 5.75 ns |
| Critical Path AT | 7.94 ns |
| CP Class | input pin to output pin |
| Postcts setup bufs | 0 |
| CP Launch Type | input pin |
| Slew margin rel. | 51.9% |
| Post-Synth Simple-Gate Area | 24.1% |
| Residual DRC | 0 |
| Post-Place Setup Slack | 1.21 ns |
| Leakage power | 1.38 nW |
| And-or/or-and share of the synthesized area | 28.6% |
| RePlAce Congestion | 0.894 |
| Die area | 14200 um^2 |
| Tool warnings | 48 |
| Yosys Warn Count | 0 |
| Top cells by area | ha_1, xnor2_1, inv_1 |
| Fillers | 1024 |
| Syn Inst Count | 335 |
| Max Transition Viols Final | 0 |
| Metal-1 WL | 3810 um |
| Crit. End Element | output pin |
| Layout cells sized above 1 | 4.21% |
| Count leader, synth | ha_1 |
| Xor+xnor area frac | 7.62% |
| Multi-input gate area | 2190 um^2 |
| GRT Residual Overflow | 0 |
| Min Tclk post-route | 10.22 ns |
| Cts hold-fix bufs | 0 |
| Antenna violations before repair | 0 |
| Post-Route WL | 7970 um |
| Area Overhead vs Synth | 29.5% |
| Seq. cell area | 0 um^2 |
| Ys cells | 335 |
| Post-placement cell area | 3120 um^2 |
| Hold Vio Cnt, Final | 0 |
| Mean cell area of the mapped netlist | 7.20 um^2 |
| Hold Path Class | input pin to output pin |
| # diodes | 0 |
| Final setup viols | 0 |
| WL met2 | 3400 um |
| Gr usage total | 10.9% |
| Distinct lib cells used | 62 |
| Clk_buf instances | 0 |
| Final instance area | 3120 um^2 |
| Adder share | 26.6% |
| Mapped cell area | 2410 um^2 |
| WL/cell | 15.5 um |
| Vias in the first global route | 2503 |
| Registers | 0 |
| F_max | 97.9 MHz |
| Highest Signal Layer | met4 |
| Final HPWL DP | 6430 um |
| Vias per cell | 5.05 |
| Worst vdd ir | 18.3 uV |
| Vias | 2593 |
| Core area | 9640 um^2 |
| Max Cap Violations | 0 |
| Die span in y | 119 um |
| Setup ws final | 1.18 ns |
| Power per cell area | 41.3 nW/um^2 |
| Detailed Routing Iterations Pass 1 | 4 |
| Area leader, netlist | ha_1 |
| Share of Yosys cell area claimed by the top area cell type | 24.9% |
| Iteration-0 DRC count of the detailed router | 160 |
| Period utilization | 89.6% |
| First-pass GRT wire length | 13100 um |
| Most frequent cells after synthesis | ha_1, inv_1, a21oi_1, nand2_1, nor2_1 |
| YS chip area | 2410 um^2 |
| Initial cell density of the core | 25.0% |
| Main logic family | AND-OR/OR-AND gates |
| Met3 WL | 697 um |
| Top Ports | 58 |
| Largest net degree at the start of global routing | 20 |
| Slew @ Worst Pin | 0.719 ns |
| # rows | 36 |
| Req. time, crit path | 9.12 ns |
==> cells by family (layout without fill, tap and decap cells) <==
family,count (synthesis),in the layout
fa+ha+maj,50,50
mux,9,9
buf+inv,58,103
xor+xnor,21,21
simple gates,103,103
compound gates,94,94
==> per-stage QoR <==
stage	std cells	power (mW)
6_report	513	0.129
3_5_place_dp	513	0.128
3_3_place_gp	513	0.129
5_1_grt	513	0.145
2_1_floorplan	335	0.0763
4_1_cts	513	0.130
==> worst min path at each step <==
stage       to  slack (ns)  cells after the start
6_report  y[1]        5.75                      4
5_1_grt      c        5.83                      4
4_1_cts   y[1]        5.77                      4
==> final cells by class <==
class	instances	area share [%]
multi-input combinational	277	70.0
inverter	39	4.69
tap	133	5.33
timing repair buffer	64	20.0
==> layout by cell type, fill, tap and decap left out, types with 3 or more instances in the layout <==
| cell | count |
|---|---|
| o211ai_1 | 6 |
| ha_1 | 48 |
| nor3b_1 | 4 |
| o22ai_1 | 4 |
| xor2_1 | 3 |
| buf_4 | 6 |
| a21o_1 | 3 |
| inv_1 | 39 |
| o2bb2ai_1 | 4 |
| nor2b_1 | 3 |
| a221oi_1 | 3 |
| nand2_1 | 20 |
| nor2_1 | 19 |
| o21ai_0 | 12 |
| clkdlybuf4s50_1 | 58 |
| a221o_1 | 5 |
| nand3_1 | 8 |
| mux2i_1 | 8 |
| a22o_1 | 3 |
| a22oi_1 | 7 |
| nor3_1 | 10 |
| a21oi_1 | 21 |
| nand2b_1 | 11 |
| nor4b_1 | 5 |
| a2111oi_0 | 4 |
| or3_1 | 3 |
| xnor2_1 | 18 |
| a2bb2oi_1 | 4 |
==> where the power goes <==
group / switching, mW / total [mW] / internal [mW]
Clock: 0 / 0 / 0
Combinational: 0.0642 / 0.129 / 0.0649
Sequential: 0 / 0 / 0
Total: 0.0642 / 0.129 / 0.0649
==> worst max-delay path, cell delays in order <==
cell             delay [ns]
clkdlybuf4s50_1        0.61
nor3_1                 0.26
buf_4                  0.24
and2_1                 0.56
xnor2_1                0.14
ha_1                   0.37
nand3_1                0.12
or4_4                  0.53
a21oi_1                0.24
nand2b_1               0.14
a21o_1                 0.13
fa_1                   0.40
and2_1                 0.14
a221o_1                0.25
nor3_1                 0.20
nand4_1                0.13
nor4b_1                0.31
nand4b_1               0.21
nor4_2                 0.17
clkdlybuf4s50_1        0.50
==> metal layers <==
layer,up-vias,GRT usage (%)
li1,1328,-
met5,-,0
met4,0,0.840
met3,9,3.17
met2,76,16.6
met1,1180,15.4
No activity file was given, so power comes from the tool's default toggle rates.
