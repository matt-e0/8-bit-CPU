**./config.mk**
```make
export PLATFORM = sky130hd
export DESIGN_NAME = cpu
export DESIGN_NICKNAME = cpu
export VERILOG_FILES = /design/flow/design.v
export SDC_FILE = /design/flow/constraint.sdc
export NUM_CORES = 4
export LEC_CHECK = 1
export CORE_AREA = 10 10 92 92
export DIE_AREA = 0 0 102 102
export SYNTH_HDL_FRONTEND = slang
```
**./constraint.sdc**
```tcl
current_design cpu

set clk_period 3.8
set clk_io_pct 0.2

create_clock -name clk0 -period $clk_period [get_ports {clk}]

set non_clock_inputs [all_inputs -no_clocks]
set_input_delay [expr $clk_period * $clk_io_pct] -clock clk0 $non_clock_inputs
set_output_delay [expr $clk_period * $clk_io_pct] -clock clk0 [all_outputs]
```
**./design.v**
```verilog
module cpu (
    input  wire        clk,
    input  wire        reset,
    output reg  [15:0] pc,
    input  wire [15:0] instruction
);
    always @(posedge clk or posedge reset) begin
        if (reset) begin
            pc <= 0;
        end else begin
            pc <= pc + 1;  
        end
    end
endmodule
```
**./run.sh**
```bash
#!/bin/bash
# OpenROAD 26Q1-2900-gdf79404cd8, Yosys 0.63+post, stock flow scripts
make -C /OpenROAD-flow-scripts/flow DESIGN_CONFIG=/design/flow/config.mk WORK_HOME=/design/flow/orfs finish
```
==> notes.md <==
State of the implementation.

- The vertical die size is slightly above 100 um, for reference.
- The switching power total is around 58 uW, for reference.
- The cell type that accounts for the most area after synthesis is sky130_fd_sc_hd__dfrtp_1.
- In this run the critical path is formed by clkdlybuf4s50_1.
- The first-pass GRT wire length is 2.59 mm, for reference.
- The clock network is responsible for between 40% and 50% of the overall power.
- Synthesis inferred 16 register bits.
- In the final routed layout, each cell accounts on average for 10.2 um.
- In this run, the number of DRC markers left after iteration 0 of detailed routing was 43.
- The number of global-route vias before repair is ~490, for reference.
- The post-route met1 wirelength is between 700 and 800 um, for reference.
- The library cell used most frequently in the layout, excluding fill and tap cells, is sky130_fd_sc_hd__clkdlybuf4s50_1.
- The highest routing layer actually used is met3, for reference.
- Registers are responsible for ~53% of the overall power.
- The die is around 100 um wide.
- The count of buffering cells on the critical path with inverters included is 1, for reference.
- The flow ran to the end, and the final reports show no timing, DRC or antenna violations.
- The TritonCTS sink count is 16, for reference.
- The worst setup path is captured at a primary output.
- The class of the most critical hold timing path is reg -> reg, for reference.
- The number of search-and-repair iterations in the first detailed-routing pass is 4, for reference.
- The number of inserted diodes is 0, for reference.
- The final hold violation count recorded for this run is 0.
- The number of max-cap violations is 0, for reference.
- The slowest cell on the critical path is sky130_fd_sc_hd__clkdlybuf4s50_1, for reference.
- The number of logged tool warnings is about 41, for reference.
- The buffer count from post-CTS setup fixing is 0, for reference.
- Per the final layout report, the fraction of cells sized above drive strength 1 comes to 8.64%.
- Summing all placed instances gives a cell area of about 970 um^2.
- The share of total power consumed by net switching is 18.0%, for reference.
- The largest registers in the layout are pc: 16 flops.
- The DRC violation count after routing is 0, for reference.
- The part of the power in combinational logic is about 1.3%, for reference.
- The area share of the leading cell type in the synthesized netlist is a little under three fifths, for reference.
- The power density of the placed cells is about 310 nW/um^2, for reference.
- Entering global routing, the biggest net connects 17 pins.
- The area of the die is approximately 10000 um^2, for reference.
- Leaving out buffers and inverters, the combinational logic in the layout accounts for 283 um^2.
- Broken down by cell family, the worst path's largest delay share belongs to buffers and inverters.
- The timing report gives the biggest stage delay along the critical path as just over 0.5 ns.
- The setup TNS is 0 ns, for reference.
- The internal power consumption is between 200 and 300 uW, for reference.
- The top cell types in the final layout, fill and taps aside, are sky130_fd_sc_hd__clkdlybuf4s50_1, sky130_fd_sc_hd__dfrtp_1, sky130_fd_sc_hd__xor2_1.
- The number of distinct standard cells referenced by the synthesized netlist is 14, for reference.
- The clock passes through at most 2 buffers.
- For this block, the via count after detailed routing is approximately 500.
- Looking at the max-slew report, the worst-margin pin has a slew of 0.614 ns.
- The post-cts hold-fix buffer tally is 0, for reference.
- After synthesis the cells add up to around 700 um^2.
- Before placement the cells fill around 11% of the core.
- The per-cell via count in the routed design is 3.14, for reference.
- The total length of routed met3 wires is 132 um, for reference.
- The leakage power of the design is approximately 0.45 nW, for reference.
- Once the clock tree was built, the resizer swapped 0 gates to a different size.
- In this run the remaining antenna-violating nets after routing total 0.
- The final layout report lists a filler cell count of around 720.
- The CTS tree is done, for reference.
- The placement report lists the number of port buffers as 17.
- The final number of max-transition violations is 0, for reference.
- The global placer's final weighted congestion is roughly 0.69, for reference.
- For the completed layout, the total cell area is recorded as ~1000 um^2.
- The overflow left after global routing is 0, for reference.
- The count of mapped cells out of synthesis is approximately 60, for reference.
- The per-instance average area after synthesis is between 10 and 15 um^2, for reference.
- STA puts the critical path data required time at approximately 3 ns.
- The initial antenna violation count is 0.
- Per Yosys stat, the portion of area used by sequential elements is 57.0%.
- The area reported by Yosys stat is between 700 and 800 um^2, for reference.
- After layout, the worst path uses ~52% of the clock period.
- The time the worst path needs with I/O delays and setup is 1.98 ns, for reference.
- Per the run report, area growth between synthesis and finish was 45.8%.
- The detailed-routed wire length on met2 is a little over 700 um, for reference.
- The register with the most flip-flops is pc, for reference.
- The total routing usage reported by global routing is under 10%, for reference.
- The minimum setup slack among reg-to-reg paths is ~2.3 ns, for reference.
- The placement row count is 29, for reference.
- In the final layout, flip-flops and latches occupy between 400 and 500 um^2.
- The highest net fanout along the worst path is 6, for reference.
- 34 I/O pins were placed.
- The total CTS buffers is 3, for reference.
- Setup repair after global routing left no endpoint under its margin.
- The Yosys step of the flow raised 0 warnings.
- The arrival time of data at the critical path endpoint is 1.22 ns, for reference.
- The worst slew margin relative to its limit is 59.1%, for reference.
- The peak ir drop on the vdd network is about 0.00018 V, for reference.
- The kind of start point of the critical path is a flop, for reference.
- Once detailed placement completed, the half-perimeter wirelength came to about 1.3 mm.
- The flip-flop count of the largest register after layout is 16, for reference.
- The maximum clock frequency is between 500 and 600 MHz, for reference.
- The clock-pin transition on the worst setup and hold timing paths is around 0.06 ns, for reference.
- The critical setup path kind is reg -> out, for reference.
- The synthesis report lists the most area-consuming cells as sky130_fd_sc_hd__dfrtp_1, sky130_fd_sc_hd__xor2_1, sky130_fd_sc_hd__xnor2_1.
- The cell count in the Yosys report is 60, for reference.
- The tree is rooted in a sky130_fd_sc_hd__clkbuf_8.
- Per the detailed-route log, wirelength across all metal layers totals ~1.6 mm.
- The clock network latency to the later pin of the worst-skew pair is 0.24 ns, for reference.
- Between clock sinks in the finished design, the worst skew comes to 0.00147 ns.
- The number of H-tree branching levels is 1, for reference.
- The total core area is 6460 um^2, for reference.
- The final setup violation count is 0, for reference.
-- routing by layer --
metal / GRT usage, % / vias up
li1: - / 249
met1: 4.24 / 234
met2: 4.89 / 13
met3: 1.64 / 0
met4: 0.217 / 0
met5: 0 / -
-- worst paths after layout --
path                                    end  cells past startpoint             start
setup / recovery                      pc[2]                      1   pc[2]$_DFF_PP0_
hold / removal             pc[15]$_DFF_PP0_                      1  pc[15]$_DFF_PP0_
setup reg to reg           pc[12]$_DFF_PP0_                      4   pc[0]$_DFF_PP0_
hold reg to reg            pc[15]$_DFF_PP0_                      1  pc[15]$_DFF_PP0_
max in group asynchronous   pc[6]$_DFF_PP0_                      2             reset
min in group asynchronous   pc[3]$_DFF_PP0_                      2             reset
-- cells in the mapped netlist --
cell and n:
sky130_fd_sc_hd__nand3_1 4, sky130_fd_sc_hd__xnor2_1 5, sky130_fd_sc_hd__nor4_2 1, sky130_fd_sc_hd__inv_1 5
sky130_fd_sc_hd__nand3_2 1, sky130_fd_sc_hd__nor2_1 3, sky130_fd_sc_hd__nor3_1 4, sky130_fd_sc_hd__dfrtp_1 16
sky130_fd_sc_hd__xor2_1 9, sky130_fd_sc_hd__nand4_4 1, sky130_fd_sc_hd__ha_1 1, sky130_fd_sc_hd__nand2_1 4
sky130_fd_sc_hd__nand4_1 3, sky130_fd_sc_hd__nor4_1 3
-- layout make-up --
type                            count  area share [%]
Tap cell                           77            9.41
Multi-Input combinational cell     39            27.6
Inverter                            5            1.83
Clock buffer                        4            5.38
Sequential cell                    16            39.1
Timing Repair Buffer               17            16.6
-- stage by stage --
step / util (%) / cells / hold WS (ns) / worst slack [ns] / power (mW)
floorplan: - / 60 / 0.420 / 2.55 / 0.176
global placement: 15.0 / 154 / 0.460 / 2.06 / 0.178
detailed placement: 15.0 / 154 / 0.455 / 2.06 / 0.178
CTS: 15.8 / 158 / 0.468 / 1.78 / 0.327
global route: 15.8 / 158 / 0.495 / 1.74 / 0.337
finish: 15.8 / 158 / 0.465 / 1.82 / 0.321
-- cell families after synthesis --
logic type               Yosys count  share of synthesized area [%]
AND/OR/NAND/NOR                   24                           21.0
flip-flops                        16                           57.0
XOR/XNOR                          14                           17.5
buffers and inverters              5                           2.67
adder cells (fa/ha/maj)            1                           1.78
-- power groups by stage --
| stage | clock, mW | sequential [mW] | combinational [mW] |
|---|---|---|---|
| finish | 0.146 | 0.170 | 0.00429 |
| global route | 0.161 | 0.170 | 0.00520 |
| CTS | 0.152 | 0.170 | 0.00457 |
Power figures rest on the tool's default switching activity, not on a simulated workload.
